===== flow/run.sh =====
#!/bin/bash
# OpenROAD 26Q1-2900-gdf79404cd8, Yosys 0.63+post, stock flow scripts
make -C /OpenROAD-flow-scripts/flow DESIGN_CONFIG=/design/flow/config.mk WORK_HOME=/design/flow/orfs finish

===== flow/config.mk =====
export PLATFORM = sky130hd
export DESIGN_NAME = Data_Choose
export DESIGN_NICKNAME = Data_Choose
export VERILOG_FILES = /design/flow/design.v
export SDC_FILE = /design/flow/constraint.sdc
export NUM_CORES = 4
export LEC_CHECK = 1
export CORE_UTILIZATION = 40

===== flow/constraint.sdc =====
current_design Data_Choose

set clk_period 16.3
set clk_io_pct 0.2

create_clock -name clk0 -period $clk_period [get_ports {clk}]

set non_clock_inputs [all_inputs -no_clocks]
set_input_delay [expr $clk_period * $clk_io_pct] -clock clk0 $non_clock_inputs
set_output_delay [expr $clk_period * $clk_io_pct] -clock clk0 [all_outputs]

===== flow/design.v =====
module _7Seg_Displays(
    input [3:0] NUM,
    output reg [7:0] SEG
    );
    always@(NUM[3:0]) begin
        case(NUM[3:0])
            4'b0000: SEG[7:0] = 8'b11000000;
            4'b0001: SEG[7:0] = 8'b11111001;
            4'b0010: SEG[7:0] = 8'b10100100;
            4'b0011: SEG[7:0] = 8'b10110000;
            4'b0100: SEG[7:0] = 8'b10011001;
            4'b0101: SEG[7:0] = 8'b10010010;
            4'b0110: SEG[7:0] = 8'b10000010;
            4'b0111: SEG[7:0] = 8'b11111000;
            4'b1000: SEG[7:0] = 8'b10000000;
            4'b1001: SEG[7:0] = 8'b10011000;
            4'b1010: SEG[7:0] = 8'b10001000;
            4'b1011: SEG[7:0] = 8'b10000011;
            4'b1100: SEG[7:0] = 8'b11000110;
            4'b1101: SEG[7:0] = 8'b10100001;
            4'b1110: SEG[7:0] = 8'b10000110;
            4'b1111: SEG[7:0] = 8'b10001110;
        endcase
    end
endmodule
`timescale 1ns / 1ps
module Data_Choose(
    input [2:0] display_type,
    input [31:0] memory,
    input [31:0] total,
    input [31:0] conditional_jmp,
    input [31:0] unconditional_jmp,
    input [31:0] successful_conditional_jmp,
    input [31:0] syscall,
    input [31:0] PC,
    input clk,
    output [7:0] AN,
    output [7:0] SEG
    );
    reg [31:0] toshow;
	wire [31:0] temp_total;
	wire [31:0] temp_conditional_jmp;
	wire [31:0] temp_unconditional_jmp;
	wire [31:0] temp_successful_conditional_jmp;
    Hex_to_Dec a(total, temp_total);
    Hex_to_Dec b(conditional_jmp, temp_conditional_jmp);
    Hex_to_Dec c(unconditional_jmp, temp_unconditional_jmp);
    Hex_to_Dec d(successful_conditional_jmp, temp_successful_conditional_jmp);
	always @(display_type or memory or temp_total or temp_conditional_jmp or temp_unconditional_jmp or temp_successful_conditional_jmp
		or syscall or PC) begin
		case(display_type[2:0])
			3'b000: toshow = syscall;
			3'b001: toshow = temp_total;
			3'b010: toshow = temp_conditional_jmp;
			3'b011: toshow = temp_unconditional_jmp;
			3'b100: toshow = temp_successful_conditional_jmp;
			3'b101: toshow = PC;
			3'b110: toshow = memory;
			3'b111: toshow = syscall;     
		endcase
	end
	Displays dis(clk, toshow, AN, SEG);
endmodule
`timescale 1ns / 1ps
module Hex_to_Dec(
	input [31:0] hex,
	output reg [31:0] dec
    );
    reg [11:0] temp;
    reg [3:0] Thous;
    reg [3:0] Hund;
    reg [3:0] Tens;
    reg [3:0] Ones;
    integer i;
    always@(hex) begin
       Thous = 4'd0;
       Hund = 4'd0;
       Tens = 4'b0;
       Ones = 4'b0;
       for(i=11; i>=0; i=i-1) begin
            if(Thous >=5)
              Thous = Thous+3;
            if(Hund >=5)
              Hund = Hund+3;
            if(Tens >=5)
              Tens = Tens+3;
            if(Ones >=5)
              Ones = Ones+3;
            Thous = Thous << 1;
            Thous[0] = Hund[3];
            Hund = Hund << 1;
            Hund[0] = Tens[3];
            Tens = Tens << 1;
            Tens[0] = Ones[3];
            Ones = Ones << 1;
            Ones[0] = hex[i];
       end
       dec[31:0] = {16'b0, Thous, Hund, Tens, Ones};
    end
endmodule
`timescale 1ns / 1ps
module _7Seg_NumSelect(
    input [2:0] selector,
    input [31:0] data_32,
    output reg [3:0] data_4
    );
    always@(selector[2:0] or data_32) begin
        case(selector[2:0])
            3'b000: data_4 = data_32[3:0];
            3'b001: data_4 = data_32[7:4];
            3'b010: data_4 = data_32[11:8];
            3'b011: data_4 = data_32[15:12];
            3'b100: data_4 = data_32[19:16];
            3'b101: data_4 = data_32[23:20];
            3'b110: data_4 = data_32[27:24];
            3'b111: data_4 = data_32[31:28];
        endcase
    end
endmodule
`timescale 1ns / 1ps
module _7Seg_Select(
    input [2:0] in,
    output reg [7:0] out
    );
    always@(in) begin
        case(in[2:0])
             3'b000:out[7:0] = 8'b11111110;
             3'b001:out[7:0] = 8'b11111101;
             3'b010:out[7:0] = 8'b11111011;
             3'b011:out[7:0] = 8'b11110111;
             3'b100:out[7:0] = 8'b11101111;
             3'b101:out[7:0] = 8'b11011111;
             3'b110:out[7:0] = 8'b10111111;
             3'b111:out[7:0] = 8'b01111111;
        endcase
    end
endmodule
`timescale 1ns / 1ps
module Divider#(parameter N = 100_000)(
    input clk,
    output reg clk_N
    );
    reg [31:0] counter;
    always@(posedge clk) begin
        counter = counter+1;
        if(counter >=(N/2-1)) begin
            counter <= 0;
            clk_N <= ~clk_N;
        end
    end
endmodule
`timescale 1ns / 1ps
module Displays(
    input clk,
    input [31:0] number,
    output [7:0] AN,
    output [7:0] SEG
    );
    wire clk_scan;
    wire [3:0] data;
    reg [2:0] selector;
    Divider t(clk, clk_scan);
    always@(posedge clk_scan) begin
        selector <= selector+1;
    end
    _7Seg_NumSelect n(selector, number, data);
    _7Seg_Select s(selector, AN);
    _7Seg_Displays d(data, SEG); 
endmodule

==> impl_metrics.ini <==
; generated from flow reports
[clock_tree]
hold_buffers = 0
clock.latency.late_pin_ns = 0.27
cts_buffer_depth = 2
cts_root_buffer = clkbuf_16
htreeDepth = 2
clk_pin_slew_worst_paths_ns = 0.05
cts_made_buffers = 5
cts_tree = built

[drt]
avgRoutedWirePerCell_um = 13.99
vias_per_cell = 5.437
vias = 16644
diodes = 0
route.detailed.drc = 0
ant_nets = 0
detail_route.iter0.violations = 906
wirelength_mm = 42.83
firstDrtPassIters = 5

[placement]
dp_slack_ns = -1.586
gpl.final_weighted_congestion = 0.9613
placed_cell_area_mm2 = 0.01981
place_hpwl_mm = 34.16
port_buffers = 162

[worst_setup_path]
cp_max_fo = 5
cp_common_cell = ha_2
setup.worst_path.end_class = output port
startpoint_type = input port
crit_arrival_ns = 13.54
cpPeakStageDelay_ns = 0.52
path_class = input port to output port
cp.required_ns = 13.04
crit_slowest_cell = or4_4

[logic_synthesis]
area_leaders = ha_1, mux2i_1, dfxtp_1
ys_warn_count = 7
ys_chip_area_mm2 = 0.01385
yosysCellCount = 1931
synth.distinct_cells = 108
syn_area_mm2 = 0.01385
ys_ff = 44
edf_count = 1
yosysTopAreaCell = ha_1
avgSynthCellArea_um2 = 7.174
synth_top_cell_by_count = nor2_1
ys_top_cells_by_count = nor2_1, ha_1, inv_1
synth_seq_share_pct = 6.431
top_cell_area_share_pct = 12.92
ys_async_sr_fraction_pct = 0
flop_cell = dfxtp_1
netlist_instances = 1931

[global_route]
antenna_found_initial = 0
grt_usage_pct = 23.84
globalRouteOverflowTotal = 0
first_global_vias = 15402
grt_max_degree = 48
grt_pass1_wl_mm = 71.37

[timing]
finalClockPeriodUsage_pct = 103.1
relSlewSlack_pct = 51.73
rsz0062_at_grt = yes
hold_viol = 0
final.setup_skew_ns = 0.004736
fmax_ghz = 0.05952
unclocked_regs = 11
worst_pin_slew_ns = 0.7218
min_period_ns = 16.80
unconstrained_endpoints = 19
setup_ws_ns = -0.5006
setup_violations = 7
drv_slew = 0

[power]
pwr_density_cell_mw_per_mm2 = 256.6
leakagePower_nw = 9.602
peakVddDrop_mv = 0.2571

[flow_run]
warnings = 173
drv_cap = 0

[floorplan]
dieArea_mm2 = 0.03538
core_mm2 = 0.03378
num_io_pins = 244
row_count = 67
dieHeight_um = 188.1
die_w_um = 188.1
initial_utilization_pct = 41.00

[cells_and_area]
area_growth_pct = 53.00
final_cell_area_mm2 = 0.02119
drive_gt1_share_pct = 32.76

[status]
status = complete, but fails checks
violations = negative setup slack

[worst_hold_path]
min_path_type = flip-flop to flip-flop
path summary, 6_finish.rpt:
check | startpoint | endpoint | slack, ns | cells past startpoint
setup / recovery | conditional_jmp[10] | SEG[3] | -0.50 | 60
hold reg to reg | dis.t.counter[0]$_SDFF_PP0_ | dis.t.counter[0]$_SDFF_PP0_ | 0.48 | 1
setup reg to reg | dis.t.counter[0]$_SDFF_PP0_ | dis.t.clk_N$_DFFE_PP_ | 13.14 | 11
hold / removal | dis.t.counter[0]$_SDFF_PP0_ | dis.t.counter[0]$_SDFF_PP0_ | 0.48 | 1
area by class of cell:
cell class | count | area (um^2)
timing repair buffer | 718 | 5829
tap | 448 | 560.5
sequential | 44 | 890.9
fill | 2809 | 12590
clock buffer | 5 | 125.1
inverter | 137 | 526.8
multi-input combinational | 1706 | 13220
clock inverter | 3 | 45.04
critical path: cells and delay by family:
kind / cells / cell delay (ns)
compound gates: 15 / 2.71
xor+xnor: 5 / 0.90
fa+ha+maj: 9 / 1.74
buf+inv: 12 / 1.27
mux: 3 / 0.73
simple gates: 16 / 2.93
what timing repair did:
item	4_1_cts	5_1_grt
pin swaps	74	68
resized	133	67
buffers inserted	49	23
endpoints found under the setup margin	7	7
endpoints found under the hold margin	0	0
cells in the final DEF (no fill, tap or decap), types with 28 or more instances in the layout:
cell type,instances
buf_4,539
nor2_1,172
clkdlybuf4s50_1,147
inv_1,120
nand2_1,115
ha_1,113
o21ai_0,107
a21oi_1,93
mux2i_1,85
nor3_1,49
nand3_1,47
mux2_2,47
dfxtp_1,43
xnor2_1,41
a31oi_1,37
and2_1,35
nand2b_1,31
nand4_1,29
a21o_1,28
o22ai_1,28
registers in the layout (all words and copies together), names as in the netlist:
signal,count
AN,8
dis.t.counter,32
dis.t.clk_N,1
dis.selector,3
stage by stage:
step | TNS (ns) | power [W] | hold WS (ns) | util [%] | cells
5_1_grt | -6.832 | 0.005992 | 0.5003 | 62.73 | 3061
4_1_cts | -3.764 | 0.005205 | 0.4859 | 61.47 | 3040
2_1_floorplan | -0.8921 | 0.002890 | 0.4411 | - | 1946
6_report | -2.950 | 0.005439 | 0.4803 | 62.73 | 3061
3_5_place_dp | -10.60 | 0.004794 | 0.4742 | 58.63 | 2983
3_3_place_gp | -10.57 | 0.004734 | 0.4541 | 58.63 | 2983
kinds of logic (layout without fill, tap and decap cells):
| group | count (synthesis) | in the layout | share of synthesized area (%) |
|---|---|---|---|
| buffers and inverters | 196 | 863 | 5.700 |
| adders and majority gates | 143 | 143 | 12.92 |
| other | 2 | 17 | 0.05422 |
| DFF | 44 | 44 | 6.431 |
| AOI/OAI and AO/OA | 644 | 644 | 33.45 |
| and+or+nand+nor | 685 | 685 | 25.68 |
| muxes | 146 | 146 | 11.23 |
| xor gates and xnor gates | 71 | 71 | 4.543 |
layer usage:
layer	routed length [um]	part of all wire (%)	track usage (%)	vias up
met3	1707	4.0	2.061	38
li1	-	-	-	8720
met2	19360	45	39.40	308
met1	21020	49	34.21	7578
met5	0	0	0	-
met4	735	1.7	4.128	0
report_power, final:
part | leakage [nW] | switching, W | total, W | internal (W)
combinational | 9.16 | 0.00244 | 0.00525 | 0.00281
sequential | 0.362 | 0.00000191 | 0.0000852 | 0.0000833
clock | 0.0843 | 0.0000332 | 0.000105 | 0.0000723
Power and IR drop assume default switching activity.
