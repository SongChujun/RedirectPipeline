[./run.sh]
#!/bin/bash
# OpenROAD 26Q1-2900-gdf79404cd8, Yosys 0.63+post, stock flow scripts
make -C /OpenROAD-flow-scripts/flow DESIGN_CONFIG=/design/flow/config.mk WORK_HOME=/design/flow/orfs finish
[./config.mk]
export PLATFORM = sky130hd
export DESIGN_NAME = RF
export DESIGN_NICKNAME = RF
export VERILOG_FILES = /design/flow/design.v
export SDC_FILE = /design/flow/constraint.sdc
export NUM_CORES = 4
export LEC_CHECK = 1
export CORE_UTILIZATION = 50
[./constraint.sdc]
current_design RF

set clk_period 6.8
set clk_io_pct 0.2

create_clock -name clk0 -period $clk_period [get_ports {clk}]

set non_clock_inputs [all_inputs -no_clocks]
set_input_delay [expr $clk_period * $clk_io_pct] -clock clk0 $non_clock_inputs
set_output_delay [expr $clk_period * $clk_io_pct] -clock clk0 [all_outputs]
[./design.v]
module RF(
	rA, rB, rW, WE, w, clk,
	A, B
    );
	input [4:0] rA;
	input [4:0] rB;
	input [4:0] rW;
	input WE;
	input [31:0] w;
	input clk;
	output [31:0] A;
	output [31:0] B;
	reg [31:0] data [31:0];	 
	assign A = data[rA];
	assign B = data[rB];
	integer i;
	initial begin
		for (i = 0; i < 32; i=i+1) data[i] = 'h00000000;
	end
	always @(negedge clk) begin
		if (WE) begin
			data[rW] = w;
		end
	end
endmodule
==> CHANGELOG.md <==
### Physical design

- Outcome: finished with violations
- Violated checks: setup timing
- Global-route usage over all layers: 35.1%
- Via count of the first global-routing pass: 38900
- Initial antenna violation count: 3
- Pre-antenna DRT Iters: 5
- Number of endpoints with negative hold slack in the final report: 0
- Slew headroom: 39.5%
- Distinct cell type count after synthesis: 24
- Static Leakage: 0.0270 uW
- Core region area: 0.0967 sq mm
- Buffer cell driving the clock tree root: sky130_fd_sc_hd__clkbuf_16
- Final Hold Slack: 3.62 ns
- H-tree depth: 3
- Total placed instance area: 0.0530 sq mm
- Dominant cell area share: 63.1%
- Tightest Pin Transition: 0.908 ns
- Mean Syn Cell Area: 14.4 sq um
- Data required, critical path: 5.44 ns
- Area leader, netlist: sky130_fd_sc_hd__edfxtp_1
- Max clock buf depth: 3
- End point of the critical path: B[22]
- Maximum fanout encountered on the critical timing path: 2
- Number of standard cells reported by yosys: 3387
- Count of pins over their slew limit: 0
- Count of endpoints failing setup in the final report: 38
- Worst hold path type: in -> out
- Finished Cell Area: 0.0619 sq mm
- Parity-gate share of the synthesized area counting xor and xnor cells: 0%
- Initial drt markers: 2478
- Yosys warning total: 1
- Placed wire-length estimate after detailed placement: 91500 microns
- Flops out of synthesis: 1024
- Clock slew at the register clock pins of the worst setup and hold paths: 0.04 ns
- Simple-gate share of the synthesized area: 4.72%
- Worst-case vdd ir drop: 0.216 mV
- Fraction of layout instances using a drive strength above 1: 14.5%
- Post-synthesis mux area share: 21.0%
- Sink Count: 1024
- Routability cong.: 0.923
- Number of design rule violations left after detail routing: 0
- Cell types occupying the most area after synthesis: sky130_fd_sc_hd__edfxtp_1, sky130_fd_sc_hd__mux2i_1, sky130_fd_sc_hd__a22oi_1
- Yosys stat area: 0.0488 sq mm
- Final core occ: 64.1%
- Number of vias in the routed layout: 35300
- CP Launch Point: data[7][22]$_DFFE_NP_
- Total global routing overflow: 0
- Worst Setup End Kind: output pin
- Total CTS buffers: 117
- Area fraction in compound gates after synthesis: 8.05%
- Top logic family: multiplexers
- Startpoint type of the worst setup path: register
- Number of buffers inserted by hold repair at cts: 0
- Arrival time at the worst endpoint: 5.64 ns
- Setup Slack @ Placement: -0.0957 ns
- Max reg flops: 1024
- Cell area after synthesis: 0.0488 sq mm
- First-pass GRT wire length: 230000 microns
- Via density per instance: 5.90
- Instance count of the mapped netlist: 3387
- Fin worst setup slack: -0.201 ns
- Final WL: 157000 microns
- Routed wirelength normalized by instance count: 26.3 microns
- Die area: 0.0988 sq mm
- Stage-log warning count: 1030
- Power density of the placed cells: 282 mW/mm^2
- Arithmetic-cell share of the synthesized area counting full adders, half adders and majority gates: 0%
- Pin count of the biggest net entering global routing: 92
- Tally of nets with antenna violations remaining after routing: 0
- Worst Hold Path Cells: 6
- TritonCTS clock tree: done
- Area growth, synth to finish: 27.0%
- Number of top-level pins: 113
- Sequential element share of the synthesized area: 63.1%
- Input/output buffers: 112
- Die boundary height: 314 microns
- Crit path kind: reg -> out
- Max-capacitance violation count: 0
- Floorplan utilization: 50.4%
- Setup repair after global routing missed its margin: yes
- Horizontal die size: 314 microns
- Std cell rows: 114
[routing by layer]
metal / track usage [%] / part of all wire (%) / vias up
li1: - / - / 15800
met1: 43.3 / 35 / 16800
met2: 47.8 / 46 / 2202
met3: 25.3 / 15 / 373
met4: 16.7 / 4.2 / 8
met5: 1.40 / 0.067 / -
[timing repair]
item	CTS	global route
setup buffers	15	2
pin swaps	129	65
resized	434	17
setup endpoints to repair	64	63
[stage by stage]
step                      total power, uW  instances  TNS (ns)
after floorplan                      8800       3387   -159.40
after global placement               9460       4745    -0.134
after detailed placement             9470       4745   -0.0957
after CTS                           17700       5972     -3.20
after global routing                18500       5972     -6.34
final                               17500       5972     -2.06
[cell usage in the layout, fill, tap and decap left out, types with 3 or more instances in the layout]
cell                              Yosys  final
sky130_fd_sc_hd__edfxtp_1          1024   1024
sky130_fd_sc_hd__a22o_1             128    128
sky130_fd_sc_hd__buf_4               52    130
sky130_fd_sc_hd__buf_6               37     19
sky130_fd_sc_hd__nor3_4               0     27
sky130_fd_sc_hd__nand3_1            194    135
sky130_fd_sc_hd__inv_4                0      9
sky130_fd_sc_hd__nor3_1              64      7
sky130_fd_sc_hd__buf_12               0     82
sky130_fd_sc_hd__clkinvlp_2           0     29
sky130_fd_sc_hd__a31oi_1             64     19
sky130_fd_sc_hd__nand3_4              0     10
sky130_fd_sc_hd__nand3_2              0     49
sky130_fd_sc_hd__nor2b_4              0      4
sky130_fd_sc_hd__nor3_2               0     30
sky130_fd_sc_hd__a31oi_2              0     16
sky130_fd_sc_hd__nand2b_2             0      4
sky130_fd_sc_hd__bufinv_16            0     23
sky130_fd_sc_hd__or3b_2               3      3
sky130_fd_sc_hd__clkdlybuf4s50_1      0     46
sky130_fd_sc_hd__buf_2               80     51
sky130_fd_sc_hd__nor2_4               0     34
sky130_fd_sc_hd__clkbuf_16            0    121
sky130_fd_sc_hd__nand3b_1             5      5
sky130_fd_sc_hd__a21oi_1            192    192
sky130_fd_sc_hd__a31oi_4              0     29
sky130_fd_sc_hd__mux2i_1           1024   1024
sky130_fd_sc_hd__nand2_1            195    193
sky130_fd_sc_hd__inv_1                1   1047
sky130_fd_sc_hd__a22oi_1            192    192
[power breakdown]
part / switching [uW] / internal (uW) / leakage [uW]
logic: 923 / 543 / 0.0103
registers: 32.8 / 7080 / 0.00922
clock network: 4020 / 4860 / 0.00745
[cells in the mapped netlist]
master and count:
sky130_fd_sc_hd__nand3b_1 5, sky130_fd_sc_hd__a21oi_1 192, sky130_fd_sc_hd__nor2_1 35, sky130_fd_sc_hd__mux2i_1 1024, sky130_fd_sc_hd__buf_6 37, sky130_fd_sc_hd__nand2b_1 4
sky130_fd_sc_hd__a31oi_1 64, sky130_fd_sc_hd__buf_4 52, sky130_fd_sc_hd__nand2_1 195, sky130_fd_sc_hd__a22oi_1 192, sky130_fd_sc_hd__buf_1 7, sky130_fd_sc_hd__buf_2 80
sky130_fd_sc_hd__or3_1 1, sky130_fd_sc_hd__nand3_1 194, sky130_fd_sc_hd__nor2b_1 4, sky130_fd_sc_hd__and2_1 2, sky130_fd_sc_hd__inv_1 1, sky130_fd_sc_hd__clkbuf_4 4
sky130_fd_sc_hd__nor3_1 64, sky130_fd_sc_hd__or2_2 2, sky130_fd_sc_hd__edfxtp_1 1024, sky130_fd_sc_hd__clkbuf_1 73, sky130_fd_sc_hd__or3b_2 3, sky130_fd_sc_hd__a22o_1 128
[worst max-delay path, cell delays in order, from the launching register on]
cell and delay, ns:
sky130_fd_sc_hd__edfxtp_1 0.39, sky130_fd_sc_hd__buf_4 0.15, sky130_fd_sc_hd__mux2i_1 0.14, sky130_fd_sc_hd__a22o_1 0.22, sky130_fd_sc_hd__nor3_4 0.08, sky130_fd_sc_hd__a31oi_4 0.24
sky130_fd_sc_hd__buf_6 0.14, sky130_fd_sc_hd__nand3_2 0.05, sky130_fd_sc_hd__buf_2 0.12
[cell type report]
cell class / count / area, sq um
Sequential cell: 1024 / 30700
Antenna cell: 1 / 2.50
Timing Repair Buffer: 330 / 3580
Clock inverter: 1111 / 4850
Multi-Input combinational cell: 2109 / 18100
Clock buffer: 121 / 3030
Fill cell: 6653 / 34800
Tap cell: 1276 / 1600
[worst min path at each step]
| stage | from | to | slack (ns) |
|---|---|---|---|
| CTS | rA[1] | A[24] | 3.62 |
| global route | rA[1] | A[24] | 3.63 |
| finish | rA[1] | A[24] | 3.62 |
[logic make-up (layout without fill, tap and decap cells)]
kind of cell,Yosys count,after routing
AND-OR/OR-AND,576,576
buffers and inverters,254,1562
flip-flops,1024,1024
multiplexers,1024,1024
other,0,1
AND/OR/NAND/NOR,509,509
Power is estimated from default activity; no workload was simulated.
